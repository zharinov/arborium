==> config.mk <==
export PLATFORM = sky130hd
export DESIGN_NAME = state_machine
export DESIGN_NICKNAME = state_machine
export VERILOG_FILES = /design/flow/design.v
export SDC_FILE = /design/flow/constraint.sdc
export NUM_CORES = 4
export LEC_CHECK = 1
export CORE_AREA = 10 10 72 72
export DIE_AREA = 0 0 82 82
==> constraint.sdc <==
current_design state_machine

set clk_period 1.5
set clk_io_pct 0.2

create_clock -name clk0 -period $clk_period [get_ports {clock}]

set non_clock_inputs [all_inputs -no_clocks]
set_input_delay [expr $clk_period * $clk_io_pct] -clock clk0 $non_clock_inputs
set_output_delay [expr $clk_period * $clk_io_pct] -clock clk0 [all_outputs]
==> design.v <==
module state_machine (
    input wire clock,
    input wire enable,
    input wire reset_n,
    input wire pos_edge,
    input wire neg_edge,
    output wire manchester_clock,
    output wire manchester_data,
    output reg transmission_begin
);
    reg [3:0] timer, next_timer;
    localparam half_period = 9,  
               quarter_period = 4;  
    reg [1:0] state, next_state;
    localparam state_armed                    = 2'd0,
               state_timing                   = 2'd1,
               state_looking_for_edge         = 2'd2,
               state_found_edge               = 2'd3;
    reg decoded, next_decoded;
    reg clock_mask, next_clock_mask;
    assign manchester_data = decoded;
    assign manchester_clock = clock_mask;
    reg transmission_begin_next;
    always @(posedge clock) begin
        if (!reset_n) begin
            timer <= 0;
            state <= state_armed;
            decoded <= 0;
            clock_mask <= 0;
            transmission_begin <= 0;
        end else if (enable) begin
            timer <= next_timer;
            state <= next_state;
            decoded <= next_decoded;
            clock_mask <= next_clock_mask;
            transmission_begin <= transmission_begin_next;
        end
    end
    always @(*) begin
        next_state = state;
        next_decoded = decoded;
        next_timer = 0;
        next_clock_mask = 0;
        transmission_begin_next = 0;
        case (state)
            state_armed: if (pos_edge) begin
                next_state = state_timing;
                transmission_begin_next = 1;
            end
            state_timing: begin
                next_timer = timer + 1;
                if (timer > quarter_period) begin
                    next_timer = 0;
                    next_state = state_looking_for_edge;
                end
            end
            state_looking_for_edge: begin
                next_timer = timer + 1;
                if (pos_edge) begin
                    next_decoded = 0;
                    next_clock_mask = 1;
                    next_timer = 0;
                    next_state = state_found_edge;
                end else if (neg_edge) begin
                    next_decoded = 1;
                    next_clock_mask = 1;
                    next_timer = 0;
                    next_state = state_found_edge;
                end else if (timer >= half_period) begin
                    next_timer = 0;
                    next_state = state_armed;
                end
            end
            state_found_edge: begin
                next_timer = timer + 1;
                if (timer >= quarter_period) begin
                    next_timer = 0;
                    next_state = state_timing;
                end
            end
        endcase
    end
endmodule
==> run.sh <==
#!/bin/bash
# OpenROAD 26Q1-2900-gdf79404cd8, Yosys 0.63+post, stock flow scripts
make -C /OpenROAD-flow-scripts/flow DESIGN_CONFIG=/design/flow/config.mk WORK_HOME=/design/flow/orfs finish
==> run notes <==
The run finished with clean final reports. In this run, placement finished with an instance count of 132. Maximum cell stage delay along the critical path: 0.42 ns. Counting only logic cells after layout, the most numerous master is sky130_fd_sc_hd__nand2_1. Start point of the worst hold path: clock_mask. The tools report the global-route wire length before repair as 2350 µm.

For reference, the critical path cell chain is buf_6, ha_2, or3b_4, nor2_4, nor3_4, a31oi_1. On the critical path, the stage with the largest delay is an instance of sky130_fd_sc_hd__or3b_4. The tightest min-delay check is of the reg -> reg type. The run gives 0 as the number of antenna violations at the first check in global routing. The layout overhead on the synthesized area came out at 44.2%. Yosys mapped a number of flops with a built-in enable equal to 0. The placement report lists the number of port buffers as 7. The global-route usage over all layers was 0.0430. The y dimension of the die works out to 82 µm. The tools report the largest net degree at the start of global routing as 17. The capture point of the worst register-to-register path is recorded as timer[0]. After detailed routing, the number of remaining DRC violations is 0.

Fill cells in the final layout number 389. The synthesis report lists the most area-consuming cells as sky130_fd_sc_hd__dfxtp_1 (36%), sky130_fd_sc_hd__nand2_1 (7.3%), sky130_fd_sc_hd__ha_1 (6.1%), sky130_fd_sc_hd__nand3_1 (4.1%), sky130_fd_sc_hd__or3b_4 (3.7%). Setup repair after global routing could not meet its margin everywhere. For the finished layout, the period the worst path requires is 1.45 ns. The core utilization at floorplan is 0.167. Before any placement, the netlist area is recorded as 614 µm². Hold repair after CTS inserted 0 buffers. The total wirelength of the detailed-routed design came out at 1410 µm.

Among all flip-flop cells after synthesis, the most frequent one is sky130_fd_sc_hd__dfxtp_1. In this run, synthesis produced a sequential element count of 11. The number of antenna cells inserted was 0; the placed wire-length estimate after detailed placement was 969 µm. Classification of the worst setup path: reg -> reg. The tree is rooted in a sky130_fd_sc_hd__clkbuf_8. Beginning of the worst register-to-register path: timer[0]. The clock arrives with 0.000850 ns of skew.

The run gives 563 as the via count of the routed design. The via count of the first global-routing pass came out at 544. For the slack of the worst reg-to-reg path, the log shows 0.05 ns. The number of standard cells in the layout, taps in and fillers out is 137, and the number of search-and-repair iterations in the first detailed-routing pass is 4. The worst-case clock buffer depth was 2.

In this run the horizontal extent of the chip is 82 µm. The share of flip-flops with an asynchronous set or reset was 0. The leakage power in the latest report is 0.331 nW. The share of layout cells above drive strength 1 came out at 0.270.

TritonCTS built the clock tree. The worst setup path is captured at a register. In the Yosys stats the netlist draws on 28 distinct library cells.

The most critical setup path has its startpoint at timer[0]. The worst slew slack as a fraction of its limit is 0.727. The clock input transition at the sequential cells of the worst setup and hold paths works out to 0.05 ns. The cell type with the highest aggregate area in the netlist is sky130_fd_sc_hd__dfxtp_1. The most common logic cells in the final layout are sky130_fd_sc_hd__nand2_1 (12), sky130_fd_sc_hd__dfxtp_1 (9), sky130_fd_sc_hd__clkdlybuf4s50_1 (7).

Logged for this run, the post-placement worst setup slack is -0.170 ns. The detail route stage leaves a number of antenna-violating nets equal to 0. With the post-layout period usage of the worst path at 0.967, the total global routing overflow is 0. Per the timing report, the biggest fanout along the worst path comes to 4.

The run gives 614 µm² for the chip area in the Yosys report. The power per cell area was 842 nW/µm². For the slack of the critical path, the log shows 0.0498 ns.

With the transition at the pin with the smallest max-transition slack at 0.409 ns, the worst-skew pair later-pin latency is 0.24 ns. Across the VDD grid, the largest voltage drop is 0.230 mV. The synth_stat.txt file lists the number of cells as 74. Across all stage logs, warnings added up to 28. For the total number of yosys warnings, the log shows 1. The share of the synthesized area in the top cell type is 0.358. The worst hold path passes through 2 cells. Summing all placed instances gives a cell area of 776 µm². Across the run, the number of max-cap violations was 0. The script logs the ratio of routed vias to standard cells as 4.11.

The run gives 8 as the number of ports placed on the die boundary. The number of rows created at floorplan was 22. The number of H-tree branching levels is 1.

The sequential fraction of the synthesis area came out at 0.358. For the number of buffers created by CTS, the log shows 3. The final weighted congestion recorded by global placement is 0.810. At the worst endpoint, the required time is 1.66 ns.

The region available for standard cell placement spans 3690 µm². Per the log, the first TritonRoute iteration ended with a DRC count of 60. The worst setup path is launched from a register.

With the wire length per cell after detailed routing at 10.3 µm, the final count of negative-setup-slack endpoints is 0. The number of standard cells after synthesis is 74, and the final tally of hold violations is 0. The overall die size recorded for this design is 6720 µm². The tools report the worst hold path endpoint as clock_mask. Each instance of the synthesized netlist takes up on average 8.30 µm².

The final max-slew violation count was 0; the timing-limited maximum frequency was 690 MHz. The data arrival time reported for the critical path is 1.61 ns. The number of cells on the worst reg-to-reg path is 6. The tools report the cell area after layout as 886 µm². CTS saw 11 sinks.
-- layer usage --
layer  up-vias  GRT usage  wire length, µm
met2        16     0.0588              560
met5         -          0                0
met3         0     0.0253              140
li1        290          -                -
met4         0    0.00510                0
met1       257     0.0587              705
-- power by group --
part | leakage, nW | internal [mW] | total, mW | switching (mW)
registers | 0.0907 | 0.306 | 0.317 | 0.0103
clock network | 0.0228 | 0.187 | 0.297 | 0.111
logic | 0.217 | 0.0752 | 0.132 | 0.0570
-- metrics by stage --
step                 util  hold slack (ns)  setup TNS [ns]  power (mW)
floorplan               -            0.428               0       0.382
global placement    0.210            0.459          -0.432       0.429
detailed placement  0.210            0.472          -0.560       0.431
CTS                 0.226            0.480               0       0.733
global route        0.240            0.510         -0.0483       0.786
finish              0.240            0.472               0       0.746
-- final cells by class --
type / instances / area, µm² / share of cell area
well taps: 48 / 60.1 / 0.0678
repair buffers: 15 / 150 / 0.169
inverters: 3 / 11.3 / 0.0127
clock buffers: 4 / 45.0 / 0.0508
multi-input cells: 56 / 397 / 0.448
flip-flops and latches: 11 / 223 / 0.251
-- cell families (layout without fill, tap and decap cells) --
group | after synthesis | in the layout | share of synthesized area
fa+ha+maj | 3 | 3 | 0.0611
buf+inv | 7 | 22 | 0.0733
simple gates | 32 | 32 | 0.277
compound gates | 18 | 18 | 0.187
flops | 11 | 11 | 0.358
xor+xnor | 3 | 3 | 0.0428
-- state kept, by name, indices dropped and copies added (netlist names) --
| register | cells |
|---|---|
| timer | 4 |
| decoded | 1 |
| state | 4 |
| transmission_begin | 1 |
| clock_mask | 1 |
-- timing repair --
item                       in CTS  in global routing
buffers inserted                0                  1
gates cloned                    0                  0
pin swaps                       0                  8
gates resized                   3                 11
setup endpoints to repair       3                  4
-- synthesized netlist by cell type, types with 2 or more instances --
master	number
sky130_fd_sc_hd__nand2_1	12
sky130_fd_sc_hd__dfxtp_1	11
sky130_fd_sc_hd__nand3_1	5
sky130_fd_sc_hd__nor2_1	5
sky130_fd_sc_hd__a21oi_1	4
sky130_fd_sc_hd__ha_1	3
sky130_fd_sc_hd__inv_1	3
sky130_fd_sc_hd__o21ai_0	3
sky130_fd_sc_hd__a21boi_0	2
sky130_fd_sc_hd__a31oi_1	2
sky130_fd_sc_hd__nor2b_1	2
sky130_fd_sc_hd__nor3_1	2
sky130_fd_sc_hd__o211ai_1	2
sky130_fd_sc_hd__o21ai_1	2
sky130_fd_sc_hd__or3b_4	2
sky130_fd_sc_hd__xnor2_1	2
-- worst max-delay path by stage --
stage / end / slack [ns] / cells after the start
CTS: timer[0] / 0.007 / 6
global route: timer[1] / -0.02 / 7
finish: timer[0] / 0.05 / 6
-- worst max-delay path: cells and delay by family (launching register included) --
kind,cells,cell delay (ns)
AOI/OAI and AO/OA,1,0.13
and+or+nand+nor,3,0.65
DFF,1,0.32
buffers and inverters,1,0.12
adders and majority gates,1,0.16
No activity file was given, so power comes from the tool's default toggle rates.
